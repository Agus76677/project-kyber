## ./config.mk

```make
export PLATFORM = sky130hd
export DESIGN_NAME = cbd_sampler
export DESIGN_NICKNAME = cbd_sampler
export VERILOG_FILES = /design/flow/design.v
export SDC_FILE = /design/flow/constraint.sdc
export NUM_CORES = 4
export LEC_CHECK = 1
export CORE_UTILIZATION = 30
```

## ./constraint.sdc

```tcl
current_design cbd_sampler

set clk_period 65.3
set clk_io_pct 0.2

create_clock -name clk0 -period $clk_period [get_ports {clk}]

set non_clock_inputs [all_inputs -no_clocks]
set_input_delay [expr $clk_period * $clk_io_pct] -clock clk0 $non_clock_inputs
set_output_delay [expr $clk_period * $clk_io_pct] -clock clk0 [all_outputs]
```

## ./design.v

```verilog
module cbd_sampler #(
  parameter integer POLY_LENGTH = 256,
  parameter integer COEFF_COUNTER_WIDTH = 16
) (
  input  wire                        clk,
  input  wire                        rst_n,
  input  wire                        start,
  input  wire [COEFF_COUNTER_WIDTH-1:0] n_coeffs,
  input  wire [127:0]                random_in,
  input  wire                        random_valid,
  output wire                        random_ready,
  input  wire [3:0]                  eta,
  input  wire                        coeff_ready,
  output wire                        coeff_valid,
  output reg  signed [3:0]           coeff_data,
  output reg                         coeff_last
);
  localparam integer MAX_ETA = 3;
  localparam integer MAX_BITS = MAX_ETA * 2;
  reg active;
  reg [COEFF_COUNTER_WIDTH-1:0] remaining_coeffs;
  wire start_pulse = start & ~active;
  always @(posedge clk or negedge rst_n) begin
    if (!rst_n) begin
      active <= 1'b0;
      remaining_coeffs <= {COEFF_COUNTER_WIDTH{1'b0}};
    end else begin
      if (start_pulse) begin
        active <= 1'b1;
        remaining_coeffs <= n_coeffs;
      end else if (coeff_valid && coeff_ready) begin
        if (remaining_coeffs > 0) begin
          remaining_coeffs <= remaining_coeffs - 1'b1;
        end
        if (remaining_coeffs <= 1) begin
          active <= 1'b0;
        end
      end
    end
  end
  wire [2:0] eta_eff = (eta == 4'd3) ? 3 : 2;
  wire [3:0] bits_per_sample = {1'b0, eta_eff} << 1;  
  reg [255:0] rand_buffer;
  reg [8:0]   bits_available;
  wire load_random = random_valid && random_ready;
  wire pipeline_consuming;
  wire [3:0] consume_bits = bits_per_sample;
  reg [255:0] next_buffer;
  reg [8:0]   next_bits_available;
  always @* begin
    reg [255:0] buffer_tmp;
    reg [8:0]   available_tmp;
    buffer_tmp = rand_buffer;
    available_tmp = bits_available;
    if (pipeline_consuming) begin
      buffer_tmp = buffer_tmp >> consume_bits;
      available_tmp = available_tmp - consume_bits;
    end
    if (load_random) begin
      buffer_tmp[available_tmp +: 128] = random_in;
      available_tmp = available_tmp + 9'd128;
    end
    next_buffer = buffer_tmp;
    next_bits_available = available_tmp;
  end
  always @(posedge clk or negedge rst_n) begin
    if (!rst_n) begin
      rand_buffer <= 256'd0;
      bits_available <= 9'd0;
    end else begin
      rand_buffer <= next_buffer;
      bits_available <= next_bits_available;
    end
  end
  assign random_ready = (bits_available <= 9'd128);
  reg stage1_valid;
  reg [MAX_BITS-1:0] stage1_bits;
  reg [2:0]          stage1_eta;
  wire stage1_ready;
  assign pipeline_consuming = active && (remaining_coeffs != 0) && (bits_available >= bits_per_sample) && stage1_ready;
  always @(posedge clk or negedge rst_n) begin
    if (!rst_n) begin
      stage1_valid <= 1'b0;
      stage1_bits  <= {MAX_BITS{1'b0}};
      stage1_eta   <= 3'd0;
    end else begin
      if (stage1_ready) begin
        stage1_valid <= pipeline_consuming;
        if (pipeline_consuming) begin
          stage1_bits <= rand_buffer[MAX_BITS-1:0];
          stage1_eta  <= eta_eff;
        end
      end
    end
  end
  reg stage2_valid;
  reg [2:0] stage2_sum_a;
  reg [2:0] stage2_sum_b;
  wire stage2_ready;
  function automatic [2:0] popcount4;
    input [3:0] value;
    case (value)
      4'h0: popcount4 = 3'd0;
      4'h1, 4'h2, 4'h4, 4'h8: popcount4 = 3'd1;
      4'h3, 4'h5, 4'h6, 4'h9, 4'hA, 4'hC: popcount4 = 3'd2;
      4'h7, 4'hB, 4'hD, 4'hE: popcount4 = 3'd3;
      default: popcount4 = 3'd4;
    endcase
  endfunction
  wire stage1_fire = stage1_valid && stage2_ready;
  always @(posedge clk or negedge rst_n) begin : stage2_proc
    reg [3:0] a_bits;
    reg [3:0] b_bits;
    if (!rst_n) begin
      stage2_valid <= 1'b0;
      stage2_sum_a <= 3'd0;
      stage2_sum_b <= 3'd0;
    end else begin
      if (stage2_ready) begin
        stage2_valid <= stage1_fire;
        if (stage1_fire) begin
          a_bits = 4'd0;
          b_bits = 4'd0;
          if (stage1_eta == 3'd2) begin
            a_bits = {2'b00, stage1_bits[1:0]};
            b_bits = {2'b00, stage1_bits[3:2]};
          end else begin
            a_bits = {1'b0, stage1_bits[2:0]};
            b_bits = {1'b0, stage1_bits[5:3]};
          end
          stage2_sum_a <= popcount4(a_bits);
          stage2_sum_b <= popcount4(b_bits);
        end
      end
    end
  end
  reg stage3_valid;
  wire stage3_ready = (!stage3_valid) || coeff_ready;
  assign stage1_ready = (!stage1_valid) || stage2_ready;
  assign stage2_ready = (!stage2_valid) || stage3_ready;
  wire stage2_fire = stage2_valid && stage3_ready;
  wire signed [3:0] diff_calc = $signed({1'b0, stage2_sum_a}) - $signed({1'b0, stage2_sum_b});
  wire coeff_is_last = (remaining_coeffs == 1);
  always @(posedge clk or negedge rst_n) begin
    if (!rst_n) begin
      stage3_valid <= 1'b0;
      coeff_data   <= 4'sd0;
      coeff_last   <= 1'b0;
    end else begin
      if (stage3_ready) begin
        stage3_valid <= stage2_fire;
      end
      if (stage2_fire) begin
        coeff_data <= diff_calc;
        coeff_last <= coeff_is_last;
      end
    end
  end
  assign coeff_valid = stage3_valid;
endmodule
```

## ./run.sh

```bash
#!/bin/bash
# OpenROAD 26Q1-2900-gdf79404cd8, Yosys 0.63+post, stock flow scripts
make -C /OpenROAD-flow-scripts/flow DESIGN_CONFIG=/design/flow/config.mk WORK_HOME=/design/flow/orfs finish
```

==> results.txt <==
yosys + openroad results -> Final Setup Violations=0, Critical Path Most Common Cell=ha_1, CTS tree=built, slowest stage cell on the critical path=nor3_2, crit-path max cell delay=0.93 ns, Distinct cells, synth=96, Synth Seq Share=23.0%, Max-Cap Viols=1, DRC violations left=0, yosys stat cell total=4,454, vias=42,000, vias in the first global route=38,800, Crit Path Max Fanout=37, via-per-instance ratio=7.01, total gr overflow=0, R2R setup slack=56.88 ns, post-CTS sizing=0, worst-margin pin slew=1.53 ns, Starting DRT DRC Count=6,626, die height=331 µm, CTS H-tree depth=2, Pre-Place Util=30.3%, Routed WL=271 mm, status=finished, violations left, most frequent logic cell in the layout=nand2_1, Netlist Area Pre-Place=32,500 µm², clock-pin slew on the worst setup and hold paths=0.06 ns, tool warnings=32, worst min-delay path endpoint=coeff_data[0]$_DFFE_PN0P_, Layout Area Growth over Synthesis=17.0%, most frequent cells in the layout=957 x nand2_1, 446 x a21oi_1, 358 x mux2i_1, clk_skew=0.193 ns, Core Area=107,000 µm², post-detail-place hpwl=206 mm, Root Driver=clkbuf_16, Async S/R FF share, synth=100%, setup bufs post-CTS=0, Req. time, crit path=65.83 ns, post-route clock period utilization=32.9%, Syn. warnings=1, ANT nets after route=0, flip-flops with a built-in enable=0, Critical R2R Launch=remaining_coeffs[0]$_DFFE_PN0P_, CTS sink count=299, global-route wire length before repair=359 mm, ys flop type=dfrtp_1, leading area contributor after synthesis=dfrtp_1, TNS Setup=0 ns, failing checks=max-capacitance violations, max-slew violations, initial antenna violation count=40, final hold vios=0, share of layout cells above drive strength 1=12.0%, area share, top type=23.0%, yosys stat area=32,500 µm², Worst Hold Margin=0.482 ns, Tot GR Track Use=50.0%, fmax=46.5 MHz, chip area=110,000 µm², crit-path leading delay family=simple AND/OR/NAND/NOR gates, Final Slew Violations=3, Setup Crit Path Kind=input port to flop, GP Congestion=1.12, CTS buffer count=45, die extent in x=331 µm, CP Capture Type=flop, ys flops=299, CP arrival=22.02 ns, Max clock buf depth=3, hold path cells=2, Gate Count Post-Synth=4,454, post-synthesis area per instance=7.29 µm², Final Util=35.4%, startpoint type of the worst setup path=input port, First-pass DRT Iterations=9, Top area cell types=dfrtp_1 23%, nand2_1 11%, mux2i_1 11%, # rows=120, insertion delay at the late pin of the worst-skew pair=0.65 ns, Slew HR=-2.86%, unrepaired setup endpoints after global routing=no, R2R Path End=rand_buffer[190]$_DFF_PN0_, Cell Chain, Critical Path=clkdlybuf4s50_1, nor2_1, nand3_4, inv_8, ha_1, inv_1, ha_1, a211o_1, o31a_1, and4_4, nor2_4, inv_4, ha_4, xor2_1, a31oi_2, or2_4, buf_4, nor3_2, nand2_1, o21ai_0, a21oi_1, nor2b_1, o22ai_1, or3_1, worst hold-check path type=flop to flop, worst reg2reg path depth=19, PortBufs=159, largest net degree at the start of global routing=111, cts hold-fix bufs=0, Final min period=21.50 ns, worst path bufs/invs=5, I/O pin cnt=160, hold path startpoint=coeff_data[0]$_DFFE_PN0P_, WL/cell=45.2 µm
[tightest hold or removal path, delay by kind of cell (launching register included)]
family	cells	cell delay, ns
simple gates	1	0.05
compound gates	1	0.06
flops	1	0.34
[how the worst max path moves through the flow]
stage         startpoint                    endpoint  slack (ns)  cells past startpoint
CTS               eta[3]  rand_buffer[213]$_DFF_PN0_       44.18                     23
finish            eta[3]  rand_buffer[190]$_DFF_PN0_       43.80                     24
global route      eta[3]  rand_buffer[213]$_DFF_PN0_       43.55                     25
[layer usage]
layer	global-route usage (%)	wire length [µm]	part of all wire, %	vias up
li1	-	-	-	16900
met1	65.8	106000	39	20800
met2	62.8	101000	37	3473
met3	30.4	44900	17	845
met4	26.4	18600	6.9	47
met5	2.30	574	0.21	-
[logic make-up (layout without fill, tap and decap cells)]
group                    count (synthesis)  in the layout  synth area share [%]
adder cells (fa/ha/maj)                 12             12                 0.486
buffers and inverters                  432            540                  5.78
XOR/XNOR                                62             62                  1.73
AND/OR/NAND/NOR                       1653           1653                  21.5
flip-flops                             299            299                  23.0
multiplexers                           469            469                  16.7
other                                    0             29                     0
AND-OR/OR-AND                         1527           1527                  30.8
[flip-flops by register name, indices dropped and copies added (netlist names), 2 cells and up]
register,cells
remaining_coeffs,16
stage1_bits,6
bits_available,8
rand_buffer,256
stage2_sum_a,2
stage2_sum_b,2
coeff_data,3
[synth_stat cells, types with 59 or more instances]
cell and instances:
o21ai_0 249, a22oi_1 85, clkbuf_1 244, mux2i_1 358, o211ai_1 92, a21oi_1 448, o22ai_1 98, o221ai_1 86
a31oi_1 110, nand3_1 186, mux2_2 59, nand2_1 961, nor2_1 296, nor3_1 59, buf_2 85, dfrtp_1 299
[area by class of cell]
| class | count | area, µm² |
|---|---|---|
| diodes | 29 | 72.6 |
| clock buffers | 56 | 1220 |
| clock inverters | 24 | 243 |
| fillers | 11400 | 69200 |
| inverters | 25 | 109 |
| multi-input cells | 3723 | 23400 |
| flip-flops and latches | 299 | 7480 |
| well taps | 1403 | 1760 |
| repair buffers | 435 | 3740 |
[stage by stage]
stage / instances / setup slack, ns / area [µm²]
floorplan: 4454 / 45.00 / 32500
global placement: 5885 / 43.39 / 36500
detailed placement: 5885 / 43.48 / 36500
CTS: 5965 / 44.18 / 37900
global route: 5970 / 43.55 / 37900
finish: 5994 / 43.80 / 38000
