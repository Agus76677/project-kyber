[flow/run.sh]
#!/bin/bash
# OpenROAD 26Q1-2900-gdf79404cd8, Yosys 0.63+post, stock flow scripts
make -C /OpenROAD-flow-scripts/flow DESIGN_CONFIG=/design/flow/config.mk WORK_HOME=/design/flow/orfs finish
[flow/config.mk]
export PLATFORM = sky130hd
export DESIGN_NAME = basemul
export DESIGN_NICKNAME = basemul
export VERILOG_FILES = /design/flow/design.v
export SDC_FILE = /design/flow/constraint.sdc
export NUM_CORES = 4
export LEC_CHECK = 1
export CORE_UTILIZATION = 40
[flow/constraint.sdc]
current_design basemul

set clk_period 18.8
set clk_io_pct 0.2

create_clock -name clk0 -period $clk_period [get_ports {clk}]

set non_clock_inputs [all_inputs -no_clocks]
set_input_delay [expr $clk_period * $clk_io_pct] -clock clk0 $non_clock_inputs
set_output_delay [expr $clk_period * $clk_io_pct] -clock clk0 [all_outputs]
[flow/design.v]
module basemul(
  input clk,
  input set,
  input wire signed [15:0] a1,
  input wire signed [15:0] a0,
  input wire signed [15:0] b1,
  input wire signed [15:0] b0,
  input wire signed [15:0] zeta,
  output reg signed [15:0] t1,
  output reg signed [15:0] t0
);
wire signed [15:0] f1, f2, g1, g2;
reg signed [15:0] ff1, gg1, gg2, ggg2;
reg signed [15:0] aa0, bb0, bb1, bbb1;  
wire signed [15:0] temp;
fqmul fq1(
  .clk(clk),
  .set(set),
  .a(a1),
  .b(zeta),
  .t(temp)
);
fqmul fq2(
  .clk(clk),
  .set(set),
  .a(a1),
  .b(b0),
  .t(g2)
);
fqmul fq3(
  .clk(clk),
  .set(set),
  .a(aa0),
  .b(bb0),
  .t(f1)
);
fqmul fq4(
  .clk(clk),
  .set(set),
  .a(aa0),
  .b(bb1),
  .t(g1)
);
fqmul fq5(
  .clk(clk),
  .set(set),
  .a(temp),
  .b(bbb1),
  .t(f2)
);
always @(posedge clk) begin
  if(set) begin
    t0 <= ff1 + f2;
    t1 <= ggg2 + gg1;
  end
end
always @(posedge clk) begin
  aa0 <= a0;
  bb0 <= b0;
  bb1 <= b1;
  bbb1 <= bb1;
end
always @(posedge clk) begin
  ff1 <= f1;
  gg1 <= g1;
  gg2 <= g2;
  ggg2 <= gg2;
end
endmodule
module fqmul ( 
  input clk,
  input set,
  input  wire signed [15:0] a,
  input  wire signed [15:0] b,
  output wire signed [15:0] t
);  
wire signed [31:0] temp32;
reg set1;
multiplier mult1 (
  .clk(clk),
  .set(set),
  .a(a),
  .b(b),
  .t(temp32)
);
montgomery_reduce mont1 (  
  .clk(clk),
  .set(set1),
  .a(temp32),  
  .t(t)
);
always @(posedge clk) begin
  set1 <= set;
end
endmodule
module multiplier (
  input clk,
  input set,
  input  wire signed [15:0] a,
  input  wire signed [15:0] b,
  output reg signed [31:0] t
);
always @(posedge clk) begin
  if(set) begin
    t <= a * b;  
  end
end
endmodule
module montgomery_reduce (  
  input clk,  
  input set,
  input  wire signed [31:0] a,
  output reg  signed [15:0] t
);
reg signed [31:0] temp32;
reg signed [15:0] temp16;
always @(posedge clk) begin  
  if(set) begin
    temp32 = a;
    temp16 = (temp32 * -3327) &16'hFFFF;
    temp32 = temp16 * 13'sd3329;
    t = (a - temp32) >> 16;
  end
end
endmodule
==> summary.txt <==
Reports from this run.

- The final period utilization is 55.9%.
- The area growth from synthesis to layout is 7.60%.
- The share of cells above drive strength 1 is 2.40%.
- The number of max-cap violations is 0.
- The number of OpenROAD warnings is 86.
- The clock arrives with 0.0512 ns of skew.
- The flow ran to the end, and the final reports show no timing, DRC or antenna violations.
- Counting cells, the worst reg-to-reg path comes to 31.
- The yosys synthesis chip area reads slightly above 80000 um^2.
- The first global-routing pass estimated 289 mm of wire.
- The number of routed nets with antenna violations reads 0.
- The area of combinational cells with multiple inputs is 62200 um^2.
- Yosys mapped the design onto 68 distinct sky130hd cell types.
- The count of hold-fix buffers inserted at cts reads 0.
- The cell area after synthesis is between 80000 and 90000 um^2.
- The clock transition at the registers of the reported paths reads 0.06 ns.
- The worst slack at placement is 7.65 ns.
- The via count reads 52.2k.
- The number of top-level pins is 114.
- The minimum clock period reads approximately 11 ns.
- Per the timing report, the achievable frequency comes out to between 0.09 and 0.1 GHz.
- The HPWL after detailed placement reads 141 mm.
- The initial antenna violation count reads 3.
- The slew at the pin closest to its max-slew limit reads around 0.87 ns.
- The critical-path maximum fanout is 17.
- The instance tally after logic synthesis is 8260.
- The total cells reported by yosys after synthesis is 8260.
- Using the TritonRoute via totals, the vias-per-cell ratio works out to 4.74.
- The tree is rooted in a clkbuf_16.
- Setup repair after global routing left no endpoint under its margin.
- The required time at the worst endpoint is listed as 19.20 ns.
- The total routing resource utilization after global routing reads a little under a fifth.
- Across all setup checks in the final design, the least slack found is about 8.3 ns.
- The number of enable flip-flop cells reads between 200 and 300.
- The arrival time of data at the critical path endpoint reads 10.90 ns.
- The final-layout setup total negative slack is 0 ns.
- The row count is 165.
- The final tally of setup violations is 0.
- The endpoint type of the worst setup path is a flop.
- The overall routed net length is between 150 and 200 mm.
- Global routing finished with a remaining overflow of 0.
- The worst-case register-to-register setup slack reads 9.55 ns.
- The synthesis report lists the Yosys warning total as 4.
- The clock insertion delay at the later pin of the skew report reads 0.66 ns.
- The share of flip-flops with an asynchronous set or reset is 0%.
- Of the post-synthesis cell area, the dominant cell type holds 38.9%.
- The maximum number of buffers from clock root to sink is 3.
- Per the synth stats, the flop cell with the highest instance count is edfxtp_1.
- The first-pass detailed-route iteration total is 5.
- The clock tree synthesis step divided the H-tree into 2 levels.
- The number of instances resized during post-cts repair is 0.
- The full die area reads between 200000 and 250000 um^2.
- Looking at the post-CTS report, the setup buffer insertion count equals 0.
- The TritonCTS clock tree reads built.
- The layout report lists the combined flip-flop and latch area as 10800 um^2.
- The maximum number of pins on one net before global-route repair is 61.
- The total core area is 203000 um^2.
- The startpoint identified for the worst register-to-register timing path is fq5.mult1.t[4].
- The dominant cell type by area after synthesis reads fa_1.
- The count of endpoints failing hold in the final timing report is 0.
- The die boundary height is roughly 450 um.
- The number of design rule violations left after detail routing is 0.
- The die boundary width reads 455 um.
- The synthesis report lists the most area-consuming cells as fa_1 39%, ha_1 18%, inv_1 10%, edfxtp_1 10%, and2_1 4.0%.
- STA reports the tightest min-delay check as being of type flop to flop.
- The capture instance of the worst register-to-register path reads fq5.mont1.t[15].
- The startpoint type of the worst setup path reads an input port.
- Input and output buffers added on the ports amount to 113.
- The number of DRC markers in iteration 0 reads between 1.5k and 2k.
- In the final routed layout, each cell accounts on average for 15.4 um.
- The most critical setup path has its startpoint at b0[2].
- At the end of routability-driven placement, the weighted congestion stood at 0.896.
- CTS added clock buffers totalling 51.
- The sequential element share of the synthesized area is 13.1%.
- The mean instance size in the synthesized netlist reads 9.92 um^2.
- In the setup report, the worst path falls into the class input port to flop.
- Per the synth log, the flip-flop and latch total comes to 401.
- The number of global-route vias before repair is around 57k.
- The filler cells instantiated in the layout total between 15k and 20k.
- The critical path capture point is fq2.mult1.t[30].
- The final-report max-slew violation count reads 0.
- The worst max-slew margin expressed relative to the limit reads 42.2%.
- The total clock sinks reads 401.
- The initial core utilization reads ~40%.
## layout by cell type (no fill, tap or decap), types with 89 or more instances in the layout
master	n
a21o_1	89
a21oi_1	169
and2_1	527
clkdlybuf4s50_1	112
dfxtp_1	128
edfxtp_1	272
fa_1	1594
ha_1	1179
inv_1	2217
nand2_1	766
nor2_1	165
o21ai_0	91
xnor2_1	280
xor2_1	99
## through the flow
stage	area (um^2)	utilization [%]	hold slack, ns	instances
floorplan	82000	-	0.310	8261
global placement	86400	42.6	0.316	10900
detailed placement	86400	42.6	0.314	10900
CTS	88200	43.5	0.329	11000
global route	88200	43.5	0.332	11000
finish	88200	43.5	0.327	11000
## cell usage after synthesis, types with 7 or more instances
cell type / number
nand4_1: 9
clkbuf_1: 194
a21boi_0: 7
o21bai_1: 28
fa_1: 1594
ha_1: 1179
o31ai_1: 12
inv_1: 2217
and2_1: 527
o21a_1: 34
xor2_1: 99
dfxtp_1: 129
a31oi_1: 17
nor2_1: 165
or3_1: 12
nor3_1: 41
nor2b_1: 28
nand3_1: 43
a2111oi_0: 8
a21o_1: 89
nand2b_1: 84
xnor2_1: 285
edfxtp_1: 272
a21oi_1: 169
o211ai_1: 9
or2_2: 8
a211o_1: 12
nand2_1: 766
and3_1: 19
o21ai_0: 91
a211oi_1: 13
nand3b_1: 8
## worst max-delay path, stage by stage
cell             delay [ns]
clkdlybuf4s50_1        0.98
nand2_1                0.17
fa_1                   0.54
inv_1                  0.06
fa_1                   0.54
inv_1                  0.05
fa_1                   0.51
inv_1                  0.06
fa_1                   0.54
inv_1                  0.05
fa_1                   0.47
inv_1                  0.05
fa_1                   0.43
ha_1                   0.36
a21o_1                 0.21
a211oi_1               0.30
inv_1                  0.07
o31ai_1                0.46
nor2_1                 0.12
o31ai_1                0.43
a21oi_1                0.17
a41oi_1                0.30
a21oi_1                0.12
xor2_1                 0.15
## routing by layer
metal / vias to the layer above / GRT usage [%] / part of all wire [%]
li1: 25000 / - / -
met1: 25800 / 25.6 / 42
met2: 1245 / 29.8 / 48
met3: 230 / 6.18 / 7.7
met4: 0 / 3.88 / 2.6
met5: - / 0 / 0
## worst min-delay path by stage
stage        from       end  slack [ns]  cells after the start
5_1_grt   gg2[10]  ggg2[10]        0.33                      0
4_1_cts    gg2[7]   ggg2[7]        0.33                      0
6_report  gg2[14]  ggg2[14]        0.33                      0
## cell families after synthesis
logic type | after synthesis | share of synthesized area [%]
adder cells (fa/ha/maj) | 2773 | 56.9
buffers and inverters | 2411 | 11.0
AND/OR/NAND/NOR | 1730 | 10.3
AND-OR/OR-AND | 553 | 4.40
flip-flops | 401 | 13.1
XOR/XNOR | 385 | 4.13
multiplexers | 6 | 0.0809
other | 1 | 0.00458
## final cells by class
cell class              count  share of cell area [%]
multi-input cells        5449                    70.5
repair buffers            196                    1.99
well taps                2672                    3.79
clock buffers              69                    1.71
clock inverters            27                   0.341
flip-flops and latches    401                    12.2
diodes                      1                 0.00284
inverters                2217                    9.44
## state kept, by name, indices dropped and copies added (netlist names)
register	cells
t1	16
gg1	16
gg2	16
fq2.mont1.t	16
bb1	16
fq3.mont1.t	16
aa0	16
t0	16
fq5.mont1.t	16
fq2.mult1.t	32
fq4.mult1.t	32
bb0	16
ff1	16
fq1.mont1.t	16
bbb1	16
fq4.mont1.t	16
ggg2	16
fq3.set1	1
fq1.mult1.t	32
fq3.mult1.t	32
fq5.mult1.t	32
